File: design.v
module round_robin_arbiter #(
    parameter int NUM_REQUESTS = 4,
    parameter NUM_CLK_GRANT = 4
)(
    input clk,
    input reset,
    input logic [NUM_REQUESTS-1:0] req,
    output logic [NUM_REQUESTS-1:0] grant
);
typedef enum {IDLE, GNT_0, GNT_1, GNT_2, GNT_3} state_t;
state_t current_state, next_state;
localparam CNT_WIDTH = $clog2(NUM_CLK_GRANT);
logic [CNT_WIDTH-1:0] count;
logic [CNT_WIDTH-1:0] next_count;
  always_ff@(posedge clk or posedge reset) begin 
    if (reset) begin
        current_state <= IDLE;
        count <= 0;
    end 
    else begin
        current_state <= next_state;
        count <= next_count;
    end
end
always_comb begin
    next_state = current_state;
    next_count = count;
    grant = NUM_REQUESTS'(0);  
    case(current_state)
        IDLE: begin
            if(!reset) begin 
              if(req[0] == 1'b1) begin
                    next_state = GNT_0;
                    grant[0] = 1'b1;
                    next_count = count + 1;  
                end
                else if (req[1] == 1'b1) begin
                    next_state = GNT_1;
                    grant[1] = 1'b1;
                    next_count = count + 1;
                end
                else if (req[2] == 1'b1) begin
                    next_state = GNT_2;
                    grant[2] = 1'b1;
                    next_count = count + 1;
                end
                else if (req[3] == 1'b1) begin
                    next_state = GNT_3;
                    grant[3] = 1'b1;
                    next_count = count + 1;
                end
                else begin
                    next_state = IDLE;
                    next_count = 0;  
                end
            end
            else begin
                next_state = IDLE;  
            end
        end
        GNT_0 : begin
            if(req[0]) begin
                if(count < NUM_CLK_GRANT - 1) begin
                    next_count = count + 1;
                    grant[0] = 1'b1;
                    next_state = GNT_0;
                end
                else if(count == NUM_CLK_GRANT - 1) begin
                    next_count = 0;
                    grant[0] = 1'b1;  
                    next_state = req[1] ? GNT_1 : (req[2] ? GNT_2 : (req[3] ? GNT_3 : GNT_0));  
                end
            end
            else begin
                next_count = 0;
                grant[0] = 1'b0;
                next_state = req[1] ? GNT_1 : (req[2] ? GNT_2 : (req[3] ? GNT_3 : GNT_0)); 
            end
        end
        GNT_1: begin
            if(req[1]) begin
                if(count < NUM_CLK_GRANT - 1) begin
                    next_count = count + 1;
                    grant[1] = 1'b1;
                    next_state = GNT_1;
                end
                else if (count == NUM_CLK_GRANT - 1) begin
                    next_count = 0;
                    grant[1] = 1'b1;
                    next_state = req[2] ? GNT_2 : (req[3] ? GNT_3 : (req[0] ? GNT_0 : GNT_1));
                end
            end
            else begin
                next_count = 0;
                grant[1] = 1'b0;
                next_state = req[2] ? GNT_2 : (req[3] ? GNT_3 : (req[0] ? GNT_0 : GNT_1));
            end
        end
        GNT_2: begin
            if(req[2]) begin
                if(count < NUM_CLK_GRANT - 1) begin
                    next_count = count + 1;
                    grant[2] = 1'b1;
                    next_state = GNT_2;
                end
                else if (count == NUM_CLK_GRANT - 1) begin
                    next_count = 0;
                    grant[2] = 1'b1;
                    next_state = req[3]? GNT_3 : (req[0] ? GNT_0: (req[1] ? GNT_1 : GNT_2));
                end
            end
            else begin
                next_count = 0;
                grant[2] = 1'b0;
                next_state = req[3]? GNT_3 : (req[0] ? GNT_0: (req[1] ? GNT_1 : GNT_2));
            end
        end
        GNT_3: begin
            if(req[3]) begin
                if(count < NUM_CLK_GRANT - 1) begin
                    next_count = count + 1;
                    grant[3] = 1'b1;
                    next_state = GNT_3;
                end
                else if (count == NUM_CLK_GRANT - 1) begin
                    next_count = 0;
                    grant[3] = 1'b1;
                    next_state = req[0]? GNT_0 : (req[1] ? GNT_1: (req[2] ? GNT_2 : GNT_3));
                end
            end
            else begin
                next_count = 0;
                grant[3] = 1'b0;
                next_state = req[0]? GNT_0 : (req[1] ? GNT_1: (req[2] ? GNT_2 : GNT_3));
            end
        end
        default: begin
            next_count = 0;
            grant = NUM_REQUESTS'(1'b0);
            next_state = IDLE;
        end
    endcase
end
endmodule
File: run.sh
#!/bin/bash
# OpenROAD 26Q1-2900-gdf79404cd8, Yosys 0.63+post, stock flow scripts
make -C /OpenROAD-flow-scripts/flow DESIGN_CONFIG=/design/flow/config.mk WORK_HOME=/design/flow/orfs finish
File: config.mk
export PLATFORM = sky130hd
export DESIGN_NAME = round_robin_arbiter
export DESIGN_NICKNAME = round_robin_arbiter
export VERILOG_FILES = /design/flow/design.v
export SDC_FILE = /design/flow/constraint.sdc
export NUM_CORES = 4
export LEC_CHECK = 1
export CORE_AREA = 10 10 70 70
export DIE_AREA = 0 0 80 80
File: constraint.sdc
current_design round_robin_arbiter

set clk_period 1.9
set clk_io_pct 0.2

create_clock -name clk0 -period $clk_period [get_ports {clk}]

set non_clock_inputs [all_inputs -no_clocks]
set_input_delay [expr $clk_period * $clk_io_pct] -clock clk0 $non_clock_inputs
set_output_delay [expr $clk_period * $clk_io_pct] -clock clk0 [all_outputs]
==> impl_metrics.ini <==
; physical design summary
[route]
postRouteAntennaNets = 0
drc = 0
insertedDiodeCount = 0
num_vias = 626
via_per_inst = 4.317
wl_per_cell_um = 10.47
drt_iter0_markers = 18
wl_um = 1518
dr.pass1.iters = 4

[placed_design]
dp_hpwl_um = 1161
pre_cts_ws_ns = -0.3506
routabilityCongestion = 0.8426
port_buffers = 9

[final_timing]
whs_ns = 0.4305
min_period_ns = 1.805
fmax_ghz = 0.5539
fin_crit_sh_pct = 95.01
rsz0062_at_grt = no
setup_slack_ns = 0.09473
hold_viol = 0
worstMarginPinSlew_ns = 0.3641
slew_violations = 0
finClkSkew_ns = 0.005358
setup_viol = 0
relSlewSlack_pct = 75.10

[cells_and_area]
drive_gt1_share_pct = 29.29
postLayoutCoreUtil_pct = 25.31
fillCellCount = 392
syn_to_final_growth_pct = 52.20

[worst_setup_path]
path_class = reg -> out
endpoint_kind = output pin
path_delay_family = flip-flops
critical_path.max_stage_delay_ns = 0.55
crit_arrival_ns = 1.43
crit_slowest_cell = dfstp_2
cp_max_fo = 2
path_buffers = 2
crit_path_start_kind = flip-flop
cp.required_ns = 1.52
path_cells = nand2b_4, nor2_4, buf_4, a21oi_1, nor2_1, dlygate4sd2_1

[outcome]
status = finished clean

[synth]
area_leaders = dfrtp_1 (26%), a21oi_1 (5.3%), inv_1 (5.3%), nor2_1 (5.3%), dfstp_2 (4.6%)
netlist_area_um2 = 568.0
yosys_cells = 73
ys_seq_share_pct = 31.06
synth_cell_types = 29
yosys_warnings = 1
syn_inst = 73
yosys_area_um2 = 568.0
top_area_cell = dfrtp_1
synthArstFlopShare_pct = 100.0
ys.flops = 7
dominantRegCellSynth = dfrtp_1
avgSynthCellArea_um2 = 7.781
synth.top_cells.by_count = inv_1 (8), nor2_1 (8), a21oi_1 (6), dfrtp_1 (6)
top_area_share_pct = 26.43
synth-edff-count = 0

[pwr]
power_density_nw_per_um2 = 594.4
leakage_uw = 0.0003792
ir_drop_v = 0.0001632

[floorplan]
placementRows = 21
dieHeight_um = 80
fp.coreArea_um2 = 3416
die_x_um = 80
die_area_um2 = 6400
initial_utilization_pct = 16.63
pin_count = 10

[min_path]
holdCritPathClass = in -> async

[clocking]
cts_made_buffers = 3
cts.sinks = 7
clk_latency_ns = 0.25
holdBufCountCts = 0
root_buffer = clkbuf_4
clockBufferDepth = 2
cts.clk_slew.worst_paths_ns = 0.05
tritoncts = built
htree_levels = 1

[global_routing]
grt_pass1_vias = 643
grt_first_pass_wirelength_um = 2670
grtUsageTotal_pct = 4.703
antenna_found_initial = 0
grt.overflow.total = 0
grt_max_degree = 10

[job]
warnings = 25
cap_viol_max_count = 0
## path summary, 6_finish.rpt
kind / from / slack, ns / cells after the start / endpoint
min in group clk0: count[0] / 0.48 / 1 / count[0]
min: reset / 0.43 / 4 / current_state[2]
max: current_state[0] / 0.09 / 6 / grant[2]
max in group asynchronous: reset / 1.26 / 4 / current_state[0]
max reg2reg: current_state[0] / 0.22 / 6 / count[0]
min reg2reg: count[0] / 0.48 / 1 / count[0]
## cell families (layout without fill, tap and decap cells)
group	count (synthesis)	in the layout	synth area share (%)
AOI/OAI and AO/OA	26	26	32.60
adders and majority gates	1	1	2.202
buffers and inverters	13	39	9.471
DFF	7	7	31.06
and+or+nand+nor	26	26	24.67
## sequential cells by signal (all words and copies together) (netlist names)
name           cells
current_state      5
count              2
## cell type report
class                      count  area, um2  share of cell area [%]
clock buffer                   4      26.28                   3.039
inverter                       9      33.78                   3.907
multi-input combinational     53      356.6                   41.24
sequential                     7      176.4                   20.41
tap                           46      57.56                   6.657
timing repair buffer          26      214.0                   24.75
## where the power goes
| part | switching (uW) | internal [uW] | total, uW |
|---|---|---|---|
| sequential | 35.8 | 171 | 207 |
| combinational | 76.1 | 97.7 | 174 |
| clock | 53.3 | 80.0 | 133 |
## cell usage in the layout (no fill, tap or decap), types with 2 or more instances in the layout
cell type,synthesis,layout
nor2b_1,3,3
a31oi_1,2,2
o21ai_0,2,2
buf_6,0,2
dlygate4sd2_1,0,5
inv_1,8,8
buf_4,0,15
a22oi_1,2,2
o21ai_1,4,4
o211ai_1,3,3
a21oi_1,6,5
dfrtp_1,6,6
nand2b_1,4,3
clkbuf_4,0,3
nor3_1,3,3
nor2_1,8,7
clkdlybuf4s50_1,0,3
nand3_1,3,3
## per-stage QoR
| stage | area [um2] | power (uW) | TNS [ns] | cells |
|---|---|---|---|---|
| 2_1_floorplan | 568.0 | 312.6 | 0 | 73 |
| 4_1_cts | 853.3 | 519.4 | 0 | 143 |
| 3_5_place_dp | 793.3 | 385.5 | -1.137 | 137 |
| 5_1_grt | 864.6 | 549.0 | 0 | 145 |
| 6_report | 864.6 | 513.9 | 0 | 145 |
| 3_3_place_gp | 793.3 | 384.4 | -1.147 | 137 |
## routing by layer
| metal | track usage (%) | wire [um] |
|---|---|---|
| met1 | 6.752 | 780 |
| met2 | 7.464 | 683 |
| met3 | 0.4545 | 55 |
| met4 | 0.8803 | 0 |
| met5 | 0 | 0 |
## worst register-to-register path, cell delays in order (launching register included)
cell      delay (ns)
dfstp_2         0.38
buf_4           0.13
buf_6           0.11
buf_4           0.14
or4_4           0.52
o221ai_2        0.20
o21ai_1         0.09
## what timing repair did
action	in CTS	in global routing
setup buffers	2	2
resized	12	2
endpoints found under the setup margin	4	1
pin swaps	4	2
Power is estimated from default activity; no workload was simulated.
